`/design/flow/config.mk`:
```
export PLATFORM = sky130hd
export DESIGN_NAME = up_counter
export DESIGN_NICKNAME = up_counter
export VERILOG_FILES = /design/flow/design.v
export SDC_FILE = /design/flow/constraint.sdc
export NUM_CORES = 4
export LEC_CHECK = 1
export CORE_AREA = 10 10 74 74
export DIE_AREA = 0 0 84 84
```
`/design/flow/constraint.sdc`:
```
current_design up_counter

set clk_period 1.9
set clk_io_pct 0.2

create_clock -name clk0 -period $clk_period [get_ports {clk}]

set non_clock_inputs [all_inputs -no_clocks]
set_input_delay [expr $clk_period * $clk_io_pct] -clock clk0 $non_clock_inputs
set_output_delay [expr $clk_period * $clk_io_pct] -clock clk0 [all_outputs]
```
`/design/flow/design.v`:
```
`timescale 1ns/1ps
module up_counter    (
out     ,   
enable  ,   
start   ,   
clk     ,   
reset       
);
  output reg [7:0] out;
  input enable, clk, reset;
  input [7:0] start;
  always @(posedge clk) begin
    if (reset) begin
      out <= start;
    end else if (enable) begin
      out <= out + 1;
    end
  end
endmodule
```
`/design/flow/run.sh`:
```
#!/bin/bash
# OpenROAD 26Q1-2900-gdf79404cd8, Yosys 0.63+post, stock flow scripts
make -C /OpenROAD-flow-scripts/flow DESIGN_CONFIG=/design/flow/config.mk WORK_HOME=/design/flow/orfs finish
```
==> out/results.ini <==
[worst_setup_path]
crit_cells = 2
critPathRequiredTime_ps = 1790
end_kind = flop
critical-path-max-stage-delay_ps = 720
crit_arrival_ps = 1480
path_buffers = 1
start_kind = input pin
crit_family = buffers and inverters
path_max_fanout = 13
crit_slowest_cell = clkdlybuf4s50_1
worstSetupPathType = in2reg
cp_cell_sequence = clkdlybuf4s50_1 -> or2_1
worstRegToRegCells = 4

[global_route]
grt_max_degree = 14
grt_pass1_wl_mm = 1.94
overflow = 0
grt_use_total_pct = 3.41
first_global_vias = 394
antenna_found_initial = 0

[placed_design]
dp_hpwl_um = 959
place_congestion = 0.786
dpl-instance-area_um2 = 706
numPortBuffers = 18

[detailed_routing]
top_layer = met3
via_per_inst = 3.39
drc_errors = 0
wirelength_mm = 1.17
met2_length_um = 424
routedWlPerCell_um = 10.1
ant_nets = 0
insertedDiodeCount = 0
firstDrtPassIters = 5
drtIter0Drc = 23
routed-via-count = 393
wl_met3_um = 97
met1_length_um = 646

[timing]
max_clock_freq_ghz = 0.628
worst_slew_pin_slew_ps = 411
tns_ps = 0
finalSetupViolations = 0
hold_ws_ps = 654
hold_viol = 0
rsz0062_at_grt = false
skew_ps = 0.321
drv_slew = 0
slew_headroom_pct = 72.5
min_period_ps = 1590
fin_crit_sh_pct = 83.8

[finish]
top_register = out
fillers = 442
final_area_um2 = 747
drive_gt1_share_pct = 9.09
largest_reg_flops = 8
synthToLayoutAreaGrowth_pct = 61.4
largest_registers = out: 8 flops
fin_util_pct = 18.8

[flow_run]
warning_count = 25
max_cap_viol_count = 0

[clock_tree]
clk_pin_slew_ps = 40
postCtsHoldBufs = 0
cts-root-buf = clkbuf_8
htree_levels = 1
clk_latency_ps = 220
ctsResizeCount = 0
cts.sinks = 8
clockBufferDepth = 2
cts_made_buffers = 3
cts_setup_buffers = 0
cts_tree = yes

[yosys]
syn_area_per_cell_um2 = 10.3
yosys_warnings = 1
synth_area_um2 = 463
ys_dominant_reg_cell = edfxtp_1
ys_types = 15
ys_ff = 8
common_cells = nand2_1, edfxtp_1, nand3_1, o21ai_1
yosys-stat-area_um2 = 463
synthTopCellsByArea = edfxtp_1, nand2_1, nand3_1
ys_cells = 45
yosysTopAreaCellShare_pct = 51.9
largest_area_cell = edfxtp_1
edf_count = 8
most_common_cell = nand2_1
synth_seq_share_pct = 51.9
ys_async_sr_fraction_pct = 0
postSynthCellCount = 45

[die]
die_w_um = 84
dieArea_um2 = 7060
core.rowCount = 23
die_h_um = 84
fp.coreArea_um2 = 3970
floorplan.core_util_pct = 11.7
io_pins = 19

[min_path]
hp-class = reg2reg
hold_depth = 1

[power]
ir_worst_vdd_mv = 0.493
p_leak_nw = 0.255
powerDensity_nw_per_um2 = 757

[outcome]
outcome = finished clean

## power breakdown
part,switching (mW),total (mW),internal [mW]
sequential,0.0268,0.251,0.225
combinational,0.0371,0.115,0.0780
clock,0.0619,0.199,0.137
total,0.126,0.565,0.439
## cell type report
| type | count | area (um2) | share of cell area [%] |
|---|---|---|---|
| Tap cell | 50 | 62.6 | 8.38 |
| Multi-Input combinational cell | 35 | 208 | 27.8 |
| Clock buffer | 3 | 41.3 | 5.53 |
| Timing Repair Buffer | 20 | 195 | 26.1 |
| Sequential cell | 8 | 240 | 32.2 |
## cells in the final DEF, fill, tap and decap left out
master	synthesis	routed
or4_1	3	3
buf_4	2	2
nand3_2	1	1
edfxtp_1	8	8
mux2_1	1	1
nand2_1	9	9
nand4_1	1	1
o21ai_1	4	4
xnor2_1	1	1
clkbuf_8	0	3
nor2b_1	3	3
nand3_1	5	5
clkdlybuf4s50_1	0	18
xor2_1	2	2
o21ai_0	3	3
ha_1	1	1
or2_1	1	1
## worst paths after layout
check,startpoint,end,slack (ps)
worst min-delay path,out[0]$_DFFE_PP_,out[0]$_DFFE_PP_,650
worst min register to register,out[0]$_DFFE_PP_,out[0]$_DFFE_PP_,650
worst max register to register,out[0]$_DFFE_PP_,out[6]$_DFFE_PP_,490
worst max-delay path,reset,out[4]$_DFFE_PP_,310
## metal layers
layer | up-vias | global-route usage (%)
li1 | 209 | -
met1 | 165 | 5.13
met2 | 19 | 4.11
met3 | 0 | 1.97
met4 | 0 | 0.304
met5 | - | 0
## per-stage QoR
step           cells  power, mW  worst slack (ps)
5_1_grt          116      0.606               221
4_1_cts          116      0.570               304
3_5_place_dp     113      0.371              72.1
6_report         116      0.565               307
2_1_floorplan     45      0.291               608
3_3_place_gp     113      0.369               118
## cell families (layout without fill, tap and decap cells)
group           after synthesis  in the layout  share of synthesized area, %
fa+ha+maj                     1              1                          2.70
buf+inv                       2             23                          3.24
simple gates                 23             23                          26.5
xor+xnor                      3              3                          5.68
flops                         8              8                          51.9
compound gates                7              7                          7.57
mux                           1              1                          2.43
Power is estimated from default activity; no workload was simulated.
